### ./config.mk
export PLATFORM = sky130hd
export DESIGN_NAME = IM
export DESIGN_NICKNAME = IM
export VERILOG_FILES = /design/flow/design.v
export SDC_FILE = /design/flow/constraint.sdc
export NUM_CORES = 4
export LEC_CHECK = 1
export CORE_AREA = 10 10 70 70
export DIE_AREA = 0 0 80 80
export SYNTH_MEMORY_MAX_BITS = 65536
### ./constraint.sdc
current_design IM

set clk_period 1.9
set clk_io_pct 0.2

create_clock -name clk0 -period $clk_period

set non_clock_inputs [all_inputs -no_clocks]
set_input_delay [expr $clk_period * $clk_io_pct] -clock clk0 $non_clock_inputs
set_output_delay [expr $clk_period * $clk_io_pct] -clock clk0 [all_outputs]
### ./design.v
module IM(OpCode,ImAdress);
	input [31:0] ImAdress;
	output reg [31:0] OpCode;
	reg [31:0] IMem[1024:0];
	initial
	begin
		IMem[0]=32'h341d000c;
		IMem[1]=32'h34021234;
		IMem[2]=32'h34033456;
		IMem[3]=32'h00432021;
		IMem[4]=32'h00643023;
		IMem[5]=32'hac020000;
		IMem[6]=32'hac030004;
		IMem[7]=32'hafa40004;
		IMem[8]=32'h8c050000;
		IMem[9]=32'h10450001;
		IMem[10]=32'h8fa30004;
		IMem[11]=32'h8c050004;
		IMem[12]=32'h1065fffd;
		IMem[13]=32'h0c10000e;
		IMem[14]=32'h00c23023;
		IMem[15]=32'hafa6fffc;
		IMem[16]=32'h1064ffff;
	end
	always@(ImAdress)
	begin
		OpCode = IMem[(ImAdress-4194304)>>2];
	end
endmodule
### ./run.sh
#!/bin/bash
# OpenROAD 26Q1-2900-gdf79404cd8, Yosys 0.63+post, stock flow scripts
make -C /OpenROAD-flow-scripts/flow DESIGN_CONFIG=/design/flow/config.mk WORK_HOME=/design/flow/orfs finish
==> impl_metrics.ini <==
; implementation run metrics
[outcome]
status = finished, final reports clean

[power_and_ir_drop]
power.density_nw_per_um2 = 214
ir_drop_mv = 0.120
p_leak_uw = 0.000704

[logic_synthesis]
top_area_share_pct = 14.9
syn_area_per_cell_um2 = 6.62
synthTopCellsByArea = ha_1, buf_4, nand2_1
ys_seq_share_pct = 0
yosysChipArea_um2 = 589
yosys_warnings = 1
synth_stat.cells = 89
synthCells = 89
top_area_cell = ha_1
syn_area_um2 = 589
yosysUniqueCellTypes = 30

[layout]
drive_gt1_share_pct = 51.4
final_cell_mix = buf_4, dlygate4sd2_1, nand2_1, buf_6
fin_cells = 194
nClkBuffers = 0
synthToLayoutAreaGrowth_pct = 140
flops = 0
lay_top_count = buf_4
regArea_um2 = 0

[critical_path]
path_class = input port to output port
cpMaxStageDelayCell = a221o_1
cp.depth = 6
crit_end = OpCode[21]
crit_arrival_ns = 1.48
worstSetupEndpointType = output port
max_stage_delay_ns = 0.29
cp.buffers_inverters = 4
cp_top_family = buffers and inverters
path_cells = buf_2 -> buf_12 -> nor2b_2 -> buf_4 -> a221o_1 -> dlygate4sd2_1
cp.required_ns = 1.52
crit_path_max_fanout = 10
start_kind = input port
setup.worst_path.start = ImAdress[5]

[floorplanning]
ios = 64
core_area_um2 = 3420
fp-row-count = 21
die_h_um = 80
floorplan.core_util_pct = 17.3
die_w_um = 80
chipArea_um2 = 6400

[detailed_routing]
totalWireLength_um = 2730
first_iter_violations = 30
wl_per_cell_um = 14.1
diodes = 0
routed_via_density = 4.35
drtPass1Iterations = 4
num_vias = 843
ant_nets = 0
drc = 0

[grt]
grt_antenna_before_repair = 0
grt_pass1_vias = 905
grt_usage_pct = 7.99
grt_pass1_wl_um = 4370
grt_max_degree = 13
grt-ovfl-total = 0

[final_timing]
fin_crit_sh_pct = 98.0
max_freq_ghz = 0.537
worst_slack_ns = 0.0372
slew_violations = 0
setup_viol = 0
hold_viol_final = 0
min_period_ns = 1.86

[hold_path]
hp-class = input port to output port

[placement]
place_ws_ns = -0.741
post-place-cells = 176
io_buffers = 36
gp_congestion = 0.851
post-dp-hpwl_um = 1770

[flow_run]
maxCapViolCount = 0
warnings = 66

[cts]
postCtsHoldBufs = 0
==> area by class of cell <==
| cell class | count | area, um2 |
|---|---|---|
| well taps | 46 | 57.6 |
| multi-input cells | 72 | 639 |
| inverters | 4 | 20.0 |
| repair buffers | 72 | 697 |
| fillers | 341 | 2000 |
==> cells in the mapped netlist, drive strengths merged, types with 4 or more instances <==
cell type,number
o21ai,5
nand2,12
a21oi,7
inv,4
a21o,4
buf,12
nor2,5
ha,7
nand3,6
nand2b,4
==> repair_timing <==
action | in CTS | in global routing
setup endpoints to repair | 31 | 15
pin swaps | 15 | 9
setup buffers | 12 | 4
cloned | 2 | 0
gates resized | 88 | 27
==> per-layer routing <==
| metal | track usage, % | share of wire, % |
|---|---|---|
| met5 | 0 | 0 |
| met4 | 0 | 0 |
| met3 | 1.59 | 5.7 |
| met2 | 14.4 | 49 |
| met1 | 10.1 | 45 |
==> kinds of logic after synthesis <==
group	synth area share, %
AND-OR/OR-AND	29.9
adder cells (fa/ha/maj)	14.9
buffers and inverters	20.0
multiplexers	3.61
other	0.636
AND/OR/NAND/NOR	31.0
==> where the power goes <==
part / switching [uW] / leakage, uW / internal (uW) / total, uW
logic: 121 / 0.000704 / 182 / 303
registers: 0 / 0 / 0 / 0
clock network: 0 / 0 / 0 / 0
total: 121 / 0.000704 / 182 / 303
==> worst min-delay path by stage <==
stage	start	to	slack, ns	cells past startpoint
6_report	ImAdress[6]	OpCode[17]	1.17	4
5_1_grt	ImAdress[6]	OpCode[17]	1.20	4
4_1_cts	ImAdress[3]	OpCode[13]	1.30	5
==> per-stage QoR <==
step / power (uW) / cell area [um2] / hold slack [ns] / TNS [ns] / util, %
after CTS: 284 / 1330 / 1.30 / -0.0685 / 38.8
final: 303 / 1410 / 1.17 / 0 / 41.4
after detailed placement: 238 / 1060 / 1.87 / -19.89 / 31.2
after global placement: 237 / 1060 / 1.87 / -19.55 / 31.2
after floorplan: 97.2 / 589 / 0.775 / 0 / -
after global routing: 331 / 1410 / 1.20 / -0.0191 / 41.4
Power and IR drop assume default switching activity.
